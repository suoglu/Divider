--- design/flow/run.sh ---
#!/bin/bash
# OpenROAD 26Q1-2900-gdf79404cd8, Yosys 0.63+post, stock flow scripts
make -C /OpenROAD-flow-scripts/flow DESIGN_CONFIG=/design/flow/config.mk WORK_HOME=/design/flow/orfs finish
--- design/flow/config.mk ---
export PLATFORM = sky130hd
export DESIGN_NAME = divider_8bit
export DESIGN_NICKNAME = divider_8bit
export VERILOG_FILES = /design/flow/design.v
export SDC_FILE = /design/flow/constraint.sdc
export NUM_CORES = 4
export LEC_CHECK = 1
export CORE_UTILIZATION = 30
--- design/flow/constraint.sdc ---
current_design divider_8bit

set clk_period 3.5
set clk_io_pct 0.2

create_clock -name clk0 -period $clk_period [get_ports {clk}]

set non_clock_inputs [all_inputs -no_clocks]
set_input_delay [expr $clk_period * $clk_io_pct] -clock clk0 $non_clock_inputs
set_output_delay [expr $clk_period * $clk_io_pct] -clock clk0 [all_outputs]
--- design/flow/design.v ---
module divider_8bit(clk, rst, strt, dividend, divisor, quotient, remainder, infinite, idle);
    localparam IDLE = 2'b00, PRECALC = 2'b01, CALC = 2'b11, POSTCALC = 2'b10;
    input clk, rst, strt;
    input [7:0] dividend, divisor;
    output reg [7:0] quotient, remainder;
    output infinite;  
    output idle;  
    reg [8:0] dividend_reg, divisor_reg;  
    wire update_divident;  
    wire sign_of_test_sub;  
    wire [8:0] test_sub_res;  
    reg [1:0] state;  
    reg [2:0] q_index;
    assign infinite = ~|divisor;  
    assign idle = ~|state;  
    assign test_sub_res = dividend_reg + (~divisor_reg) + 9'd1;  
    assign sign_of_test_sub = ~test_sub_res[8];
    assign update_divident = sign_of_test_sub;
    always@(posedge clk or posedge rst)
        begin
            if(rst)
                begin
                    state <= IDLE;
                end
            else
                begin
                    case(state)
                        IDLE:
                            begin
                                if(strt)
                                    begin
                                        state <= (infinite) ? POSTCALC : ((divisor[7]) ? CALC : PRECALC);
                                    end
                            end
                        PRECALC:
                            begin
                                state <= (divisor_reg[6]) ? CALC : PRECALC;
                            end
                        CALC:
                            begin
                               state <= (q_index == 3'd0) ? POSTCALC : CALC; 
                            end
                        POSTCALC:
                            begin
                                state <= IDLE;
                            end
                    endcase
                end
        end
    always@(posedge clk)
        begin
            case(state)
                IDLE:
                    begin
                        divisor_reg <= {1'b0, divisor};
                    end
                PRECALC:
                    begin
                        divisor_reg <= divisor_reg << 1;
                    end
                CALC:
                    begin
                        divisor_reg <= divisor_reg >> 1;
                    end
            endcase
        end
    always@(posedge clk)
        begin  
            remainder <= (state == POSTCALC) ? dividend_reg[7:0] : remainder; 
        end
    always@(posedge clk)
        begin
            case(state)
                IDLE: 
                    begin
                        dividend_reg <= {1'b0, dividend};
                    end
                CALC:
                    begin
                        dividend_reg <= (update_divident) ? test_sub_res : dividend_reg;
                    end
            endcase
        end
    always@(posedge clk)
        begin
            case(state)
                IDLE:
                    begin
                        q_index <= 3'd0;
                    end
                PRECALC:
                    begin
                        q_index <= q_index + 3'd1;
                    end
                CALC:
                    begin
                        q_index <= q_index - 3'd1;
                    end
            endcase
        end 
    always@(posedge clk)
        begin
            case(state)
                PRECALC:  
                    begin
                        quotient <= 8'd0;
                    end
                CALC: 
                    begin
                        quotient[q_index] <= sign_of_test_sub;
                    end
                POSTCALC: 
                    begin
                        quotient[7:1] <= (divisor_reg[6]) ? 7'd0 : quotient[7:1];
                    end
            endcase
        end
endmodule
==> flow_summary.ini <==
; yosys + openroad results
[status]
status = completed

[logic_synthesis]
synthCells = 203
synth.distinct_cells = 42
top_area_cell = edfxtp_1
yosysWarnings = 1
yosys-stat-cells = 203
synth.avg_cell_area_um2 = 11.0
flop_cell = edfxtp_1
syn_area_um2 = 2220
async_flop_share = 0.0526
top_area_frac = 0.486
synth-edff-count = 36
ys_ff = 38
common_cells = 36 x edfxtp_1, 20 x inv_1, 19 x nand2_1
synth-area-yosys_um2 = 2220
ys_seq_frac = 0.508
top_cell = edfxtp_1
topCellsByArea = edfxtp_1 49%, ha_1 7.3%, inv_1 3.4%

[routing]
wl_per_cell_um = 12.1
avgViaCountPerCell = 4.69
drt-initial-drc-count = 115
post-route-drc-count = 0
insertedDiodeCount = 0
postRouteAntennaNets = 0
vias = 1580
firstDrtPassIters = 4
drt_wl_total_um = 4080

[clock_tree]
clock_path_buffers = 2
cts_setup_buffers = 0
cts_hold_buf = 0
numClockSinks = 38
cts_tree = done
clk_pin_slew_worst_paths_ns = 0.07
cts_htree_levels = 2
root_buffer = clkbuf_8
numCtsBuffers = 5
cts_resized = 0
insertion_delay_ns = 0.28

[critical_path]
cp.arrival_ns = 2.30
startpoint = divisor[2]
startpoint_type = input pin
cp-end-kind = primary output
r2r_start = divisor_reg[0]
required_ns = 2.80
criticalPathCategory = input pin to primary output
cp_max_fo = 3

[timing]
worst_slew_margin_rel = 0.601
fmax_ghz = 0.333
period_minus_slack_ns = 3.00
setup_viol = 0
rsz0062_at_grt = no
finalClockPeriodUsage = 0.857
hold_slack_ns = 0.457
drv_slew = 0
hold_viol = 0
clock_skew_ns = 0.00790
tightest_slew_ns = 0.598
tns_ns = 0

[grt]
grt_pass1_vias = 1432
gr-total-overflow = 0
grt_pass1_wl_um = 6730
antenna_found_initial = 0
grt_usage = 0.115
grt_max_degree = 27

[placed_design]
portBuffers = 36
hpwl_um = 3030
place.gp.congestion = 0.821

[job]
openroad.warnings = 28
maxCapViolations = 0

[cells_and_area]
syn_to_final_growth_pct = 23.7
largest_reg_flops = 9
drive_gt1_frac = 0.0630

[die]
io_pins = 37
chip_area_um2 = 7760
die_h_um = 88.1
core_um2 = 7210
initial_core_util = 0.308
die_w_um = 88.1
num_rows = 31

[power]
leakage_nw = 1.07
p_per_area_nw_per_um2 = 1030
vdd_drop_max_v = 0.000407

[hold_path]
worstHoldStart = dividend_reg[0]
hold_path_class = flop to flop
-- path summary, 6_finish.rpt --
path                       depth (start not counted)              end  slack (ns)
setup / recovery                                   4         infinite        0.50
hold / removal                                     0     remainder[0]        0.46
setup reg to reg                                   8  dividend_reg[7]        0.85
hold reg to reg                                    0     remainder[0]        0.46
max in group asynchronous                          2         state[1]        2.83
min in group asynchronous                          2         state[0]        0.56
-- worst max-delay path, cell delays in order --
cell and delay [ns]:
clkdlybuf4s50_1 0.41, or4_1 0.51, nor2_1 0.18, clkdlybuf4s50_1 0.49
-- cell usage in the layout (no fill, tap or decap), types with 3 or more instances in the layout --
cell / count
a21oi_1: 9
o22ai_1: 3
xor2_1: 3
o21ai_0: 12
o21a_1: 3
clkdlybuf4s50_1: 36
nand2_1: 19
inv_1: 20
edfxtp_1: 36
nor2_1: 17
or4_1: 3
ha_1: 13
clkbuf_8: 5
nand2b_1: 6
mux2i_1: 6
nand3_1: 6
o31ai_1: 4
-- kinds of logic after synthesis --
kind of cell / count (synthesis) / synth area share
simple gates: 60 / 0.127
compound gates: 48 / 0.170
flops: 38 / 0.508
buf+inv: 31 / 0.0574
fa+ha+maj: 15 / 0.0911
mux: 6 / 0.0270
xor+xnor: 5 / 0.0197
-- power by group --
part / internal [W] / switching (W)
Sequential: 0.000847 / 0.000172
Combinational: 0.000649 / 0.000865
Clock: 0.000141 / 0.000151
Total: 0.00164 / 0.00119
-- through the flow --
stage / utilization / instance area [µm²] / total power [W] / worst slack, ns / instances
2_1_floorplan: - / 2220 / 0.00215 / 0.943 / 203
3_3_place_gp: 0.370 / 2670 / 0.00254 / 0.503 / 329
3_5_place_dp: 0.370 / 2670 / 0.00254 / 0.490 / 329
4_1_cts: 0.381 / 2750 / 0.00285 / 0.476 / 337
5_1_grt: 0.381 / 2750 / 0.00307 / 0.353 / 337
6_report: 0.381 / 2750 / 0.00282 / 0.501 / 337
-- cell type report --
class                   count  area, µm²
clock inverters             1       7.51
fillers                   723       4460
flip-flops and latches     38       1130
well taps                  99        124
inverters                  21       78.8
repair buffers             37        368
multi-input cells         134        966
clock buffers               7       76.3
-- per-layer routing --
metal	routed length [µm]	up-vias	GRT usage	part of all wire
met5	0	-	0	0
met3	237	4	0.0219	0.058
met1	2060	715	0.199	0.51
met2	1730	52	0.162	0.43
met4	45	0	0.0117	0.011
li1	-	809	-	-
Power is estimated from default activity; no workload was simulated.

$ cat flow/design.v
`timescale 1ns / 1ps
module divider#(
  parameter WIDTH    = 32,
  parameter CACHING  =  0,  
  parameter INIT_VLD =  0  
)(
  input clk, 
  input rst, 
  input start, 
  input      [WIDTH-1:0] dividend, 
  input      [WIDTH-1:0] divisor, 
  output reg [WIDTH-1:0] quotient, 
  output     [WIDTH-1:0] remainder, 
  output reg zeroErr, 
  output valid
);
  localparam IDLE = 0,
             PREP = 1,
             CALC = 2;
  reg [1:0] state;
  reg [WIDTH-1:0] dividendOp; 
  reg [WIDTH  :0] divisorOp; 
  localparam C_WIDTH = $clog2(WIDTH)+1;
  reg [C_WIDTH-1:0] shiftCounter;
  always@(posedge clk) begin
    if(state == IDLE) begin
      shiftCounter <= 0;
    end case(state)
      PREP: shiftCounter <= shiftCounter+1;
      CALC: shiftCounter <= shiftCounter-1;
    endcase
  end
  wire zeroDivide = divisor == 0;
  wire useCache;  
  wire startCalculation = !zeroDivide && start && !(CACHING && useCache);
  wire subtract  = {1'b0,dividendOp} >= divisorOp && state == CALC;
  wire stopShift = dividendOp < (divisorOp<<1);
  generate  
    if(INIT_VLD) begin
      assign valid = state == IDLE && !start;
    end else begin
      reg valid_en;
      assign valid = valid_en && !start && state == IDLE;
      always@(posedge clk) begin
        if(rst) begin
          valid_en <= 0;
        end begin
          valid_en <= valid_en || start;
        end
      end
    end
  endgenerate
  always@(posedge clk) begin
    if(rst) begin
      zeroErr <= 0;
    end else begin
      zeroErr <= start && state == IDLE ? zeroDivide : zeroErr;
    end
  end
  always@(posedge clk) begin
    if(startCalculation) begin
      divisorOp <= divisor;
    end else case(state)
      PREP: divisorOp <= divisorOp<<1;
      CALC: divisorOp <= divisorOp>>1;
    endcase
  end
  always@(posedge clk) begin
    if(startCalculation) begin
      dividendOp <= dividend;
    end else begin
      dividendOp <= subtract ? dividendOp-divisorOp : dividendOp; 
    end
  end
  always@(posedge clk) begin
    if(state == PREP) begin
      quotient <= 0;
    end else begin
      quotient <= state == CALC ? (quotient<<1) | subtract : quotient;
    end
  end
  assign remainder = dividendOp;
  always@(posedge clk) begin
    if(rst) begin
      state <= IDLE;
    end else case(state)
      IDLE: state <=  startCalculation ? PREP : state;
      PREP: state <=         stopShift ? CALC : state;
      CALC: state <= shiftCounter == 0 ? IDLE : state;
    endcase
  end
  generate  
    if(CACHING) begin
      reg [WIDTH-1:0] dividend_cached, divisor_cached;
      assign useCache = (dividend == dividend_cached) && (divisor == divisor_cached);
      always@(posedge clk) begin
        if (rst) begin
          dividend_cached <= 0;
          divisor_cached  <= 0;
        end else begin
          dividend_cached <= startCalculation && state == IDLE ? dividend : dividend_cached;
          divisor_cached  <= startCalculation && state == IDLE ? divisor  :  divisor_cached;
        end
      end
    end
  endgenerate
endmodule
$ cat flow/run.sh
#!/bin/bash
# OpenROAD 26Q1-2900-gdf79404cd8, Yosys 0.63+post, stock flow scripts
make -C /OpenROAD-flow-scripts/flow DESIGN_CONFIG=/design/flow/config.mk WORK_HOME=/design/flow/orfs finish
$ cat flow/config.mk
export PLATFORM = sky130hd
export DESIGN_NAME = divider
export DESIGN_NICKNAME = divider
export VERILOG_FILES = /design/flow/design.v
export SDC_FILE = /design/flow/constraint.sdc
export NUM_CORES = 4
export LEC_CHECK = 1
export CORE_UTILIZATION = 30
$ cat flow/constraint.sdc
current_design divider

set clk_period 29.3
set clk_io_pct 0.2

create_clock -name clk0 -period $clk_period [get_ports {clk}]

set non_clock_inputs [all_inputs -no_clocks]
set_input_delay [expr $clk_period * $clk_io_pct] -clock clk0 $non_clock_inputs
set_output_delay [expr $clk_period * $clk_io_pct] -clock clk0 [all_outputs]
==> Changelog: implementation <==
### Physical design

- Netlist Area Pre-Place: 0.00722 mm²
- Clock sinks: 107
- CTS buffer count: 9
- Nature of the critical path startpoint: primary input
- Total grt overflow: 0
- Worst Hold Path Cells: 1
- Die width: 157 µm
- Drc violations: 0
- Reg-to-Reg Start: divisorOp[7]
- Slew margin rel.: 52.1%
- Seq share, synth: 39.4%
- Port-buffer cells: 132
- CTS tree: yes
- Core area: 0.0235 mm²
- First-pass GRT wire length: 31100 µm
- Outcome: finished, final reports clean
- IO Pins: 133
- Slowest stage cell on the critical path: clkdlybuf4s50_1
- Final Skew: 0.0164 ns
- Reg power frac: 29.0%
- Crit Path Max Fanout: 6
- Late-Pin Clk Latency: 0.37 ns
- Fin crit share: 43.9%
- Most numerous logic cell after layout: clkdlybuf4s50_1
- Gate Count Post-Synth: 763
- Post-route cell area: 0.00923 mm²
- Area occupied by multi-input gates: 0.00410 mm²
- R2R setup slack: 25.53 ns
- Post-synth ARST share: 0%
- Slew Viols, Final: 0
- Via density: 4.99
- Crit Path Category: primary input to output pin
- Hold Violations, Final: 0
- Flops & latches, synth: 107
- Chip area: 0.0247 mm²
- CP peak stage delay: 0.52 ns
- Area after DPL: 0.00891 mm²
- Internal power: 0.000517 W
- Worst-Margin Slew: 0.719 ns
- Static Leak: 3.77 nW
- Hold path start: genblk1.valid_en
- # hold bufs at CTS: 0
- Drt wl/cell: 16.1 µm
- GP Congestion: 0.891
- Maximum vdd drop: 0.0352 mV
- Gate power share: 56.2%
- HP Class: register to register
- Syn avg cell area: 9.46 µm²
- Post-CTS setup buffer count: 0
- Routed vias: 6012
- ANT nets after route: 0
- WP data arrival: 6.99 ns
- Post-route minimum period: 12.85 ns
- Most used cell along the critical path: clkdlybuf4s50_1
- Tool warnings: 28
- Most common reg cell: edfxtp_1
- Worst path cell trace: clkdlybuf4s50_1 > nor2_1 > clkdlybuf4s50_1
- # rows: 56
- Most frequent cells in the layout: clkdlybuf4s50_1 (132), nor2_1 (101), a21oi_1 (82)
- Count of warnings emitted by yosys: 2
- Filler instances: 2396
- Seq. cell area: 0.00284 mm²
- YS chip area: 0.00722 mm²
- Worst Setup End Kind: output pin
- GRT Overall Usage: 16.8%
- RSZ-0062 raised after global routing: false
- Psw: 0.000377 W
- Htree depth: 3
- Maximum clock rate: 77.8 MHz
- Largest net degree at the start of global routing: 67
- Ys cells: 763
- Diodes inserted: 0
- Max Cap Viol: 0
- Count of TritonRoute iterations in the first routing pass: 4
- Clk root buf: clkbuf_16
- Total wire length: 19400 µm
- Clk buf depth: 2
- Area Growth Syn to Fin: 27.9%
- Sw Share: 42.2%
- Distinct lib cells: 61
- Hpwl dp: 14600 µm
- Layout cells sized above 1: 4.51%
- Number of global-route vias before repair: 5771
- Initial Util: 30.7%
- WP buf/inv: 2
- Worst-path clk slew: 0.08 ns
- 1st-iter DRT viols: 317
- CP Data Required Time: 23.44 ns
- Initial antenna violation count: 1
- Reg2Reg Depth: 11
- Die height: 157 µm
- P per Cell Area: 96.8 mW/mm²
- Clock share of power: 14.8%
- R2R Path End: dividendOp[20]
- Post-CTS Resized: 0
- Fin util: 39.2%
- Post-Route Setup TNS: 0 ns
- Hold endpoint: genblk1.valid_en
- Final setup violation count: 0
- Worst path top cell family by delay: buffers and inverters
- EDFF count, synth: 70
## per-stage QoR
step           power, W  std cells  setup WS, ns  hold slack (ns)
6_report       0.000894       1206         16.45            0.447
5_1_grt        0.000973       1206         16.39            0.484
4_1_cts        0.000901       1206         16.43            0.454
3_5_place_dp   0.000763       1190         16.43            0.425
3_3_place_gp   0.000760       1190         16.43            0.429
2_1_floorplan  0.000608        763         17.54            0.415
## sequential cells by signal, summed over array words and instances (netlist names)
| name | cells |
|---|---|
| state | 2 |
| zeroErr | 1 |
| shiftCounter | 6 |
| quotient | 32 |
| dividendOp | 32 |
| genblk1.valid_en | 1 |
| divisorOp | 33 |
## power by group through the flow
stage	clock network, W	logic (W)	registers, W
after CTS	0.000137	0.000504	0.000260
after global routing	0.000142	0.000565	0.000266
final	0.000132	0.000502	0.000259
## final cells by class
cell class,count,share of cell area [%]
repair buffers,139,14.9
inverters,50,2.03
flip-flops and latches,107,30.8
well taps,319,4.32
clock inverters,7,1.04
multi-input cells,575,44.5
clock buffers,9,2.44
## how the worst max path moves through the flow
stage | start | end | slack [ns] | cells past startpoint
CTS | start | valid | 16.43 | 3
global route | start | valid | 16.39 | 3
finish | start | valid | 16.45 | 3
## worst register-to-register path, delay by kind of cell, from the launching register on
family,cells,cell delay [ns]
AOI/OAI and AO/OA,5,1.46
and+or+nand+nor,3,0.61
buffers and inverters,2,0.49
DFF,1,0.44
adders and majority gates,1,0.42
## synthesized netlist by cell type (6+ instances only)
cell	instances	area share [%]
nand4_1	16	1.4
o21ai_0	25	1.7
mux2i_1	62	8.6
xnor2_1	14	1.7
nor2_1	101	5.3
nor4_1	11	0.95
nor2b_1	10	0.87
nand3_1	8	0.55
nand2b_1	8	0.69
nand2_1	36	1.9
dfxtp_1	37	10
buf_1	7	0.36
inv_1	50	2.6
ha_1	70	12
a21oi_1	82	5.7
o211ai_1	6	0.62
a21o_1	33	3.4
clkbuf_1	21	1.1
edfxtp_1	70	29
xor2_1	13	1.6
## routing by layer
metal	up-vias	part of all wire (%)	GRT usage, %
met3	19	6.5	3.90
met4	0	2.0	2.77
met1	2819	48	25.4
met5	-	0	0
li1	3021	-	-
met2	153	44	25.5
## cell families after synthesis
group                    synth area share (%)
AND/OR/NAND/NOR                          14.7
buffers and inverters                    4.35
AND-OR/OR-AND                            16.8
XOR/XNOR                                 3.28
flip-flops                               39.4
multiplexers                             8.75
adder cells (fa/ha/maj)                  12.7
Power and IR drop assume default switching activity.

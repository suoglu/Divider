==> ./design.v <==
`timescale 1ns / 1ps
module divider_param#(parameter BITSIZE = 16)(clk, rst, strt, dividend, divisor, quotient, remainder, infinite, idle);
    localparam INDEXSIZE = $clog2(BITSIZE);
    localparam IDLE = 2'b00, PRECALC = 2'b01, CALC = 2'b11, POSTCALC = 2'b10;
    input clk, rst, strt;
    input [(BITSIZE-1):0] dividend, divisor;
    output reg [(BITSIZE-1):0] quotient, remainder;
    output infinite;  
    output idle;  
    reg [BITSIZE:0] dividend_reg, divisor_reg;  
    wire update_divident;  
    wire sign_of_test_sub;  
    wire [BITSIZE:0] test_sub_res;  
    reg [1:0] state;  
    reg [(INDEXSIZE-1):0] q_index;
    assign infinite = ~|divisor;  
    assign idle = ~|state;  
    assign test_sub_res = dividend_reg + (~divisor_reg) + 9'd1;  
    assign sign_of_test_sub = ~test_sub_res[BITSIZE];
    assign update_divident = sign_of_test_sub;
    always@(posedge clk or posedge rst)
        begin
            if(rst)
                begin
                    state <= IDLE;
                end
            else
                begin
                    case(state)
                        IDLE:
                            begin
                                if(strt)
                                    begin
                                        state <= (infinite) ? POSTCALC : ((divisor[BITSIZE-1]) ? CALC : PRECALC);
                                    end
                            end
                        PRECALC:
                            begin
                                state <= (divisor_reg[BITSIZE-2]) ? CALC : PRECALC;
                            end
                        CALC:
                            begin
                               state <= (q_index == 0) ? POSTCALC : CALC; 
                            end
                        POSTCALC:
                            begin
                                state <= IDLE;
                            end
                    endcase
                end
        end
    always@(posedge clk)
        begin
            case(state)
                IDLE:
                    begin
                        divisor_reg <= {1'b0, divisor};
                    end
                PRECALC:
                    begin
                        divisor_reg <= divisor_reg << 1;
                    end
                CALC:
                    begin
                        divisor_reg <= divisor_reg >> 1;
                    end
            endcase
        end
    always@(posedge clk)
        begin  
            remainder <= (state == POSTCALC) ? dividend_reg[(BITSIZE-1):0] : remainder; 
        end
    always@(posedge clk)
        begin
            case(state)
                IDLE: 
                    begin
                        dividend_reg <= {1'b0, dividend};
                    end
                CALC:
                    begin
                        dividend_reg <= (update_divident) ? test_sub_res : dividend_reg;
                    end
            endcase
        end
    always@(posedge clk)
        begin
            case(state)
                IDLE:
                    begin
                        q_index <= 0;
                    end
                PRECALC:
                    begin
                        q_index <= q_index + 1;
                    end
                CALC:
                    begin
                        q_index <= q_index - 1;
                    end
            endcase
        end 
    always@(posedge clk)
        begin
            case(state)
                PRECALC:  
                    begin
                        quotient <= 0;
                    end
                CALC: 
                    begin
                        quotient[q_index] <= sign_of_test_sub;
                    end
                POSTCALC: 
                    begin
                        quotient[(BITSIZE-1):1] <= (divisor_reg[BITSIZE-2]) ? 0 : quotient[(BITSIZE-1):1];
                    end
            endcase
        end
endmodule
==> ./run.sh <==
#!/bin/bash
# OpenROAD 26Q1-2900-gdf79404cd8, Yosys 0.63+post, stock flow scripts
make -C /OpenROAD-flow-scripts/flow DESIGN_CONFIG=/design/flow/config.mk WORK_HOME=/design/flow/orfs finish
==> ./config.mk <==
export PLATFORM = sky130hd
export DESIGN_NAME = divider_param
export DESIGN_NICKNAME = divider_param
export VERILOG_FILES = /design/flow/design.v
export SDC_FILE = /design/flow/constraint.sdc
export NUM_CORES = 4
export LEC_CHECK = 1
export CORE_UTILIZATION = 40
==> ./constraint.sdc <==
current_design divider_param

set clk_period 5.8
set clk_io_pct 0.2

create_clock -name clk0 -period $clk_period [get_ports {clk}]

set non_clock_inputs [all_inputs -no_clocks]
set_input_delay [expr $clk_period * $clk_io_pct] -clock clk0 $non_clock_inputs
set_output_delay [expr $clk_period * $clk_io_pct] -clock clk0 [all_outputs]
==> ci_impl_report.md <==
### Flow metrics

| Metric | Value |
|---|---|
| Status | complete, no violations |
| Clock Sinks | 71 |
| Worst R2R End | dividend_reg[10] |
| Cell count in the Yosys report | ~400 |
| Worst-Margin Slew | slightly below 0.8 ns |
| Fp_density | between 40% and 50% |
| Critical Path Start | divisor[0] |
| Critical path class | primary input to output pin |
| Routed vias | approximately 3200 |
| Reg-to-reg slack, setup | approximately 2.7 ns |
| Max incr delay on CP | approximately 0.48 ns |
| GPL Wtd Cong | 0.875 |
| Count of boundary I/O pins | around 69 |
| H-tree depth | 3 |
| Final setup fails | 0 |
| Max frequency | 0.261 GHz |
| Grt ovf | 0 |
| Worst Hold Depth | 0 |
| Yosys Chip Area | 4140 µm² |
| Register-to-Register Path Depth | 9 |
| Vias in the first global route | 3065 |
| Placed Area | slightly below 5000 µm² |
| Site Rows | 36 |
| Core area | just under 10000 µm² |
| FFs w/ async S/R, synth | roughly 2.8% |
| Startpoint Class | primary input |
| Power, Total | approximately 3.3 mW |
| Setup Fix Bufs, Post-CTS | 0 |
| Worst Path Required | ~4.6 ns |
| Worst-path cell chain | clkdlybuf4s50_1, nor4_1, and4_1, clkdlybuf4s50_1 |
| Worst R2R Start | divisor_reg[0] |
| Pins Over Slew Limit | 0 |
| Fin crit share | approximately 66% |
| OpenROAD warning count | 28 |
| Pwr Density | around 640 nW/µm² |
| Max reg flops | 17 |
| CP max stage cell | clkdlybuf4s50_1 |
| Lkg Pwr | roughly 2.0 nW |
| Final min period | 3.83 ns |
| Worst VDD drop | 0.000242 V |
| Pre-Repair DR Iteration Count | 4 |
| Rel. slew slack | between 40 and 50% |
| Post-Syn Instances | about 400 |
| Main flop type | edfxtp_1 |
| CP Max Fanout | 3 |
| Logic area | ~1800 µm² |
| Hold path startpoint | dividend_reg[0] |
| # fillers | a little under 900 |
| Drc violations | 0 |
| Number of max-cap violations | 0 |
| Max-area cell share | 50.1% |
| PostCTS Resize Cnt | 0 |
| CTS tree | built |
| Hold crit path type | flop to flop |
| Flops after synth | slightly above 70 |
| Port buffer count | between 60 and 70 |
| Commonest Layout Cell | edfxtp_1 |
| Yosys warnings | 1 |
| Crit. End Element | output pin |
| Total Wirelength | 9280 µm |
| Endpoints failing hold | 0 |
| Top cell by count, worst path | clkdlybuf4s50_1 |
| Final instance area | between 5000 and 6000 µm² |
| Largest net degree at the start of global routing | approximately 44 |
| Post-synth EDFFs | 69 |
| Clk buf depth | 2 |
| Die width | 104 µm |
| DP HPWL | about 6600 µm |
| Layout cell share with drive strength beyond 1 | roughly 5.5% |
| Worst EP arrival | approximately 2.7 ns |
| Most instantiated logic cells after routing | 69 x edfxtp_1, 68 x clkdlybuf4s50_1, 49 x nand2_1 |
| Wirelength per Cell | 15.2 µm |
| Die span in y | 104 µm |
| Post-Route Setup TNS | 0 ns |
| Num CTS Buffers | 9 |
| Via/cell ratio | about 5.3 |
| All-Layer GR Usage | around a fifth |
| Worst-path clk slew | ~0.080 ns |
| DRT antenna net count | 0 |
| Top cells, area | edfxtp_1 50%, ha_1 6.7%, mux2i_1 4.6% |
| Late-Pin Clk Latency | ~0.34 ns |
| Die Size | between 10000 and 15000 µm² |
| Register area share after synthesis | a little over 50% |
| Clk root buf | clkbuf_8 |
| Register Area | 2120 µm² |
| Area growth syn-to-layout | 25.1% |
| DRT iter0 DRCs | approximately 160 |
| Global-route wire length before repair | between 15000 and 20000 µm |
| Hold_buf cts | 0 |
| Initial antenna violation count | 0 |
| Yosys top cell by area | edfxtp_1 |
| RSZ-0062 raised after global routing | false |
| Final Skew | 0.00894 ns |
| Average cell area after synthesis | between 10 and 15 µm² |
| Worst Hold End | remainder[0] |
| Unique masters post-synth | 44 |
| Synthesized area | slightly above 4000 µm² |
| Antenna fix cells | 0 |
-- worst max-delay path by stage --
stage / end / cells after the start / slack (ns)
4_1_cts: infinite / 4 / 1.98
5_1_grt: infinite / 4 / 1.94
6_report: infinite / 4 / 1.97
-- layout make-up --
| class | count | area share [%] |
|---|---|---|
| flip-flops and latches | 71 | 41.0 |
| multi-input cells | 288 | 35.7 |
| repair buffers | 73 | 13.9 |
| well taps | 133 | 3.22 |
| clock buffers | 9 | 2.40 |
| inverters | 29 | 2.11 |
| clock inverters | 7 | 1.69 |
-- layer usage --
layer  wire (µm)  vias up  track usage (%)
met5           0        -                0
met4         145        0             2.55
met3         423       12             3.46
met2        4220       84             28.7
met1        4490     1520             30.8
li1            -     1612                -
-- kinds of logic after synthesis --
kind of cell / after synthesis / share of synthesized area, %
fa+ha+maj: 24 / 7.62
mux: 19 / 4.60
xor+xnor: 11 / 2.33
flops: 71 / 51.3
compound gates: 97 / 14.4
simple gates: 137 / 15.6
buf+inv: 45 / 4.08
-- power by group --
| group | switching [mW] | internal (mW) |
|---|---|---|
| Clock | 0.187 | 0.238 |
| Combinational | 1.01 | 0.768 |
| Sequential | 0.153 | 0.953 |
| Total | 1.35 | 1.96 |
-- cells in the mapped netlist (all sizes together), types with 4 or more instances --
cell type and number:
o211ai 4, inv 28, nor2b 7, mux2i 19
and2 6, clkbuf 13, nand4 4, a21o 5
nand2 49, o31ai 5, nand3 22, a21oi 33
nand2b 5, nor4 5, nor3 4, nor2 28
edfxtp 69, xnor2 8, o21ai 31, ha 22
-- through the flow --
step | setup slack, ns | utilization [%] | instances | hold slack [ns]
2_1_floorplan | 2.79 | - | 404 | 0.426
3_3_place_gp | 2.00 | 50.1 | 594 | 0.440
3_5_place_dp | 1.99 | 50.1 | 594 | 0.437
4_1_cts | 1.98 | 52.2 | 610 | 0.458
5_1_grt | 1.94 | 52.2 | 610 | 0.468
6_report | 1.97 | 52.2 | 610 | 0.457
-- worst max-delay path, delay by kind of cell --
kind / cells / cell delay [ns]
buf+inv: 2 / 0.91
simple gates: 2 / 0.60
No activity file was given, so power comes from the tool's default toggle rates.
